### flow/constraint.sdc
current_design Clk

set clk_period 4.7
set clk_io_pct 0.2

create_clock -name clk0 -period $clk_period [get_ports {clk_50m}]

set non_clock_inputs [all_inputs -no_clocks]
set_input_delay [expr $clk_period * $clk_io_pct] -clock clk0 $non_clock_inputs
set_output_delay [expr $clk_period * $clk_io_pct] -clock clk0 [all_outputs]
### flow/design.v
module Clk (clk_50m,rst_n, clk_1);
input clk_50m;
input rst_n;
output reg clk_1;
reg[28:0] cnt;
always@(posedge clk_50m)
begin
	if(!rst_n)  
		begin  
			clk_1<= 0;  
			cnt<= 0;  
		end
	   else  
        if(cnt<6799999)  
            cnt<=cnt+1;  
        else  
            begin  
                cnt<=0;            
                clk_1=~clk_1;  
            end  
end
endmodule
### flow/config.mk
export PLATFORM = sky130hd
export DESIGN_NAME = Clk
export DESIGN_NICKNAME = Clk
export VERILOG_FILES = /design/flow/design.v
export SDC_FILE = /design/flow/constraint.sdc
export NUM_CORES = 4
export LEC_CHECK = 1
export CORE_AREA = 10 10 99 99
export DIE_AREA = 0 0 109 109
### flow/run.sh
#!/bin/bash
# OpenROAD 26Q1-2900-gdf79404cd8, Yosys 0.63+post, stock flow scripts
make -C /OpenROAD-flow-scripts/flow DESIGN_CONFIG=/design/flow/config.mk WORK_HOME=/design/flow/orfs finish
==> results.txt <==
Latest figures from synthesis and place and route.

The area recorded from the Yosys report for this design is 1250 um^2. The via count of the first global-routing pass was 790. The flow ran to the end, and the final reports show no timing, DRC or antenna violations.

The highest metal layer carrying signal wires in the routed design is met3. The post-synthesis instance total is 132. The fmax is 495 MHz. The later pin in the worst-skew pair is clocked with a latency of 0.28 ns. The tool flagged a number of max-cap violations equal to 0. The kind of critical path is flip-flop to output port. Per the synthesis report, the adder-cell share of the synthesized area is 0.0100. The number of warnings the tools reported is 25. Measured in cells, the most critical reg-to-reg path has a length of 5. In the hold timing report, the worst path depth is 1.

After clock tree synthesis, the flow added hold-fix buffers numbering 0. The startpoint of the worst register-to-register path is cnt[26]. The region available for standard cell placement spans 7730 um^2.

The number of buffer and inverter instances along the worst setup path is 1. The longest incremental delay of any stage on the critical path is reported as 0.47 ns. The timing report shows that the slowest cell on the worst path is clkdlybuf4s50_1. The number of nets with antenna violations after detailed routing is 0.

The post-route clock period utilization is 0.430. Per the detail_route log, met3 wirelength is 92 um. A synthesized cell averages 9.47 um^2. The layout summary lists the proportion of cells stronger than drive strength 1 as 0.138. The final weighted congestion of routability-driven global placement is 0.784. The endpoint required time on the critical path is 3.76 ns. The global routing report lists combined usage of all routing layers as 0.0356. The capture point of the worst register-to-register path is recorded as cnt[4]. The portion of synthesized area spent on multiplexers is 0. The share of synthesized cell area in and, or, nand and nor gates is 0.315. The script extracted a total leakage power of 0.533 nW. The detailed router reports a met2 wire length of 853 um. After the first detailed-routing iteration, the DRC count stood at 46.

The final timing report derives a shortest allowable period of 2.02 ns. Logged for this run, the post-placement worst setup slack is 2.55 ns. The remaining design rule violation count is 0.

The setup slack of the worst register-to-register path is 2.93 ns. The max-slew headroom at the worst pin is 0.665. The top cell types in the final layout, fill and taps aside, are dfxtp_1, nor2_1, xor2_1. The most critical setup path has its startpoint at clk_1. For this run, the script counts the antenna cells in the layout as 0. Compared with the post-synthesis result, the final layout area differs by 23.0%. The first-pass GRT wire length is 3.57 mm.

The fraction of the mapped netlist area in compound gates is 0.0310. The sequential-to-total area share from yosys stat is 0.480. The pin count of the biggest net entering global routing is 24. For this configuration, the core starts out at a cell density of 0.162. Setup repair after global routing left no endpoint under its margin. The number of antenna violations at the first check in global routing is 0. The synthesis report lists the Yosys warning total as 1. The xor and xnor fraction of the mapped netlist area is 0.140.

The clock arrives with 0.00432 ns of skew. The post-route worst hold slack is 0.476 ns. The measured slew at the worst slew-check pin is 0.502 ns. The buffer depth of the longest clock path is 2. The routed wire length per instance is 7.99 um. The final global-route overflow total is 0. Clock-pin slew was measured on the worst setup and hold paths at 0.06 ns. The count of final hold-check violations is 0. TritonCTS built the clock tree. The capturing element type of the critical path is an output port.

Grouping stages by cell kind, the critical path spends the most delay in buffers and inverters. The root buffer cell chosen for the clock tree is clkbuf_8. The number of storage elements in the synthesis netlist is 30. The final timing report counts setup violations totalling 0. Max fanout on the critical path was recorded as 3.

In this run, post-CTS repair resized a total of 0 instances. The clock tree synthesis step divided the H-tree into 2 levels. The quantity of I/O buffers inserted on ports is 2.

The summed instance area of the synthesized netlist is 1250 um^2. The data arrival time of the worst path is 1.08 ns. The chip height is 109 um. The maximum vdd ir drop is 147 uV. The critical path capture point is clk_1.

The HPWL after detailed placement is 1.33 mm. Across all layers, the routed design uses 878 vias. After synthesis, the design contains 132 cells according to Yosys. CTS saw 30 sinks. The number of buffers created by CTS is 5. The total power divided by cell area is 378 nW/um^2. The number of setup buffers added after CTS is 0.

The cell row count is 32. The hold path startpoint is cnt[0]. For this run, the detailed router's first-pass iteration total came to 4.

The synthesized netlist contains 26 unique library cells. Among logic cells in the layout, the one with the most instances is dfxtp_1. The number of top-level pins is 3. For the final routed database, the setup TNS stands at 0 ns. The routed wirelength on the met1 layer is recorded as 1.03 mm. Yosys shows that the main logic family after synthesis is simple AND/OR/NAND/NOR gates. The number of pins with negative max-slew slack in the final report is 0. For reference, the critical path cell chain is clkdlybuf4s50_1. The die width is 109 um. The die covers 11900 um^2. The type of element launching the critical path is a flip-flop. The class of the most critical hold timing path is flip-flop to flip-flop. The setup slack of the critical path after layout is 2.68 ns. For this run, the detailed router reports a per-instance via density of 3.55.

The instance count on the critical path is 1. Summed over all layers, the routed wires come to 1.97 mm.
-- metrics by stage --
step	power [mW]	area, um^2	utilization	instances
finish	0.582	1540	0.199	247
global route	0.603	1540	0.199	247
CTS	0.587	1540	0.199	247
detailed placement	0.269	1400	0.181	239
global placement	0.269	1400	0.181	239
floorplan	0.266	1270	-	137
-- cells by family after synthesis --
logic type	after synthesis
xor gates and xnor gates	20
DFF	30
buffers and inverters	3
other	1
AOI/OAI and AO/OA	6
and+or+nand+nor	71
adders and majority gates	1
-- flip-flops by register name, summed over array words and instances (netlist names) --
name,flops
cnt,29
clk_1,1
-- worst min path at each step --
stage / end / slack, ns
finish: cnt[0] / 0.48
CTS: cnt[0] / 0.47
global route: cnt[0] / 0.51
-- cell type report --
class / instances / area, um^2
clock buffer: 6 / 82.6
multi-input combinational: 104 / 643
timing repair buffer: 2 / 20.0
fill: 811 / 6190
sequential: 30 / 601
inverter: 1 / 3.75
clock inverter: 2 / 60.1
tap: 102 / 128
-- power by group --
part           internal [mW]  switching (mW)  total (mW)
Sequential             0.258         0.00115       0.259
Combinational        0.00266         0.00171     0.00437
Clock                  0.226          0.0925       0.319
-- cell usage after synthesis --
master | count | area share
dfxtp_1 | 30 | 0.48
nor2_1 | 28 | 0.084
xor2_1 | 14 | 0.098
nand2_1 | 11 | 0.033
nand3_1 | 7 | 0.028
xnor2_1 | 6 | 0.042
nand4_1 | 5 | 0.025
and3_1 | 4 | 0.020
nor2_2 | 3 | 0.015
a21oi_1 | 2 | 0.0080
and3_2 | 2 | 0.012
nand3_2 | 2 | 0.016
nand4_2 | 2 | 0.020
nor4_1 | 2 | 0.010
nor4_4 | 2 | 0.034
o211ai_1 | 2 | 0.012
a31oi_1 | 1 | 0.0050
buf_4 | 1 | 0.0060
clkbuf_8 | 1 | 0.011
conb_1 | 1 | 0.0030
ha_1 | 1 | 0.010
inv_1 | 1 | 0.0030
nor3_1 | 1 | 0.0040
nor3_2 | 1 | 0.0080
o21a_1 | 1 | 0.0060
or2b_1 | 1 | 0.0060
-- metal layers --
metal  vias up  track usage
met5         -            0
met4         0      0.00377
met3         0       0.0143
met2        11       0.0497
met1       403       0.0520
li1        464            -
No activity file was given, so power comes from the tool's default toggle rates.

[design/flow/run.sh]
#!/bin/bash
# OpenROAD 26Q1-2900-gdf79404cd8, Yosys 0.63+post, stock flow scripts
make -C /OpenROAD-flow-scripts/flow DESIGN_CONFIG=/design/flow/config.mk WORK_HOME=/design/flow/orfs finish
[design/flow/config.mk]
export PLATFORM = sky130hd
export DESIGN_NAME = countvote
export DESIGN_NICKNAME = countvote
export VERILOG_FILES = /design/flow/design.v
export SDC_FILE = /design/flow/constraint.sdc
export NUM_CORES = 4
export LEC_CHECK = 1
export CORE_AREA = 10 10 134 134
export DIE_AREA = 0 0 144 144
[design/flow/constraint.sdc]
current_design countvote

set clk_period 3.1
set clk_io_pct 0.2

create_clock -name clk0 -period $clk_period [get_ports {clk}]

set non_clock_inputs [all_inputs -no_clocks]
set_input_delay [expr $clk_period * $clk_io_pct] -clock clk0 $non_clock_inputs
set_output_delay [expr $clk_period * $clk_io_pct] -clock clk0 [all_outputs]
[design/flow/design.v]
module countvote(clk,result,status_switch,counter_A, counter_B, counter_DC_A, counter_DC_B, counter_MD_A, counter_MD_B, 
						  counter_VA_A, counter_VA_B);
input clk;
input status_switch;
input[28:0] counter_A;
input[28:0] counter_B;
input[28:0] counter_DC_A;
input[28:0] counter_DC_B;
input[28:0] counter_MD_A;
input[28:0] counter_MD_B;
input[28:0] counter_VA_A;
input[28:0] counter_VA_B;
output[3:0] result;
reg[3:0] result;
always @ (posedge clk)
begin
	if (status_switch)
	begin
		result[3] <= 1;
		if (counter_DC_A > counter_DC_B)
			result[2] <= 1;
		else
			result[2] <= 0;
		if (counter_MD_A > counter_MD_B)
			result[1] <= 1;
		else
			result[1] <= 0;
		if (counter_VA_A > counter_VA_B)
			result[0] <= 1;
		else
			result[0] <= 0;
	end
	else
	begin
		result[3] <= 0; 
		if (counter_A > counter_B)
			result[2:0] <= 3'b111;
		else
			result[2:0] <= 3'b011;
	end
end					  						  
endmodule
==> flow_metrics.env <==
# yosys + openroad results
export IMPL_setup_tns_ps=0
export IMPL_period_needed_ps=2500
export IMPL_finalWorstSetupSlack_ps=597
export IMPL_cts_buffers=3
export IMPL_die_h_um=144
export IMPL_finalPower_w=0.000894
export IMPL_hold_ws_ps=1040
export IMPL_slew_limit_headroom=0.731
export IMPL_slowest_delay_ps=540
export IMPL_path_cells="clkdlybuf4s50_1 -> inv_1 -> ha_1 -> nand4_1 -> or4_1 -> o21ai_1 -> o22ai_1 -> a211o_1"
export IMPL_cts_sinks=4
export IMPL_largest_reg_flops=4
export IMPL_initCoreUtil=0.200
export IMPL_die_area_mm2=0.0207
export IMPL_layout_drive_gt1_share=0.0108
export IMPL_cp_slowest_cell="or4_1"
export IMPL_ys_warn_count=1
export IMPL_warning_count=25
export IMPL_coreArea_mm2=0.0151
export IMPL_grt_start_max_net_pins=10
export IMPL_reg_top3="result (4)"
export IMPL_rows=45
export IMPL_syn_inst=408
export IMPL_first_iter_violations=48
export IMPL_routed_wl_um=12200
export IMPL_final_area_mm2=0.00572
export IMPL_drt_wirelength_per_cell_um=14.6
export IMPL_gr_total_overflow=0
export IMPL_most_common_cell="inv_1"
export IMPL_cts_resized=0
export IMPL_place_gp_congestion=0.832
export IMPL_ant_nets=0
export IMPL_dpl_hpwl_um=11700
export IMPL_regMostFlops="result"
export IMPL_critPathArrivalTime_ps=2620
export IMPL_antenna_found_initial=1
export IMPL_ioPinCount=238
export IMPL_area_leaders="ha_1 (48%), inv_1 (15%), a21oi_1 (5.3%)"
export IMPL_grt_use_total=0.110
export IMPL_drc=0
export IMPL_ys_area_mm2=0.00302
export IMPL_dp_slack_ps=354
export IMPL_portBuffers=237
export IMPL_numSynthFlops=4
export IMPL_synth_cell_type_count=38
export IMPL_cp_max_fo=4
export IMPL_p_per_area_mw_per_mm2=156
export IMPL_syn_area_mm2=0.00302
export IMPL_path_class="input pin to register"
export IMPL_edf_count=0
export IMPL_yosysTopAreaCell="ha_1"
export IMPL_placed_cell_area_mm2=0.00564
export IMPL_cts_max_path_buffers=2
export IMPL_hold_viol=0
export IMPL_root_buffer="clkbuf_16"
export IMPL_cts_setup_buffers=0
export IMPL_clkTransAtPathRegs_ps=40
export IMPL_status="finished, final reports clean"
export IMPL_cts_hold_buf=0
export IMPL_timing_fmax_ghz=0.400
export IMPL_synth_async_reset_ratio=0
export IMPL_period_used=0.807
export IMPL_cts_tree="done"
export IMPL_hold_class="input pin to register"
export IMPL_startpoint_type="input pin"
export IMPL_htree_levels=1
export IMPL_cellLeakagePower_nw=2.92
export IMPL_peakVddDrop_v=0.000136
export IMPL_fp_dieW_um=144
export IMPL_tightestPinTransition_ps=393
export IMPL_grt_pass1_vias=3636
export IMPL_avgSynthCellArea_um2=7.41
export IMPL_synth_seq_share=0.0265
export IMPL_drt_vias_per_instance=4.21
export IMPL_area_growth_pct=89.1
export IMPL_required_ps=3210
export IMPL_rsz0062_at_grt="false"
export IMPL_finalMaxSlewViolations=0
export IMPL_cap_violations=0
export IMPL_dr_pass1_iters=4
export IMPL_grt_pass1_wl_um=18200
export IMPL_vias=3524
export IMPL_ys_flop_type="dfxtp_1"
export IMPL_yosys_top_cells_count="inv_1 (117), ha_1 (116), a21oi_1 (32), nand4_1 (23), a21o_1 (20)"
export IMPL_ys_cells=408
export IMPL_finalSetupViolations=0
export IMPL_yosys_area_top_type_share=0.480
export IMPL_cp_end_kind="register"
worst paths after layout:
check             start         to  slack (ps)  cells after the start
max    counter_DC_B[24]  result[2]         600                      8
min       status_switch  result[3]        1040                      2
kinds of logic (layout without fill, tap and decap cells):
family | after synthesis | after routing | synth area share
buf+inv | 117 | 358 | 0.145
fa+ha+maj | 116 | 116 | 0.480
compound gates | 86 | 86 | 0.185
simple gates | 85 | 85 | 0.163
flops | 4 | 4 | 0.0265
other cells | 0 | 1 | 0
per-layer routing:
| metal | up-vias | GRT usage | routed length, um |
|---|---|---|---|
| met5 | - | 0 | 0 |
| met4 | 0 | 0.0102 | 129 |
| met3 | 6 | 0.0356 | 1150 |
| met2 | 123 | 0.192 | 5890 |
| met1 | 1475 | 0.134 | 5040 |
| li1 | 1920 | - | - |
critical path, delay by kind of cell:
family	cells	cell delay (ps)
AND/OR/NAND/NOR	2	720
buffers and inverters	2	500
AND-OR/OR-AND	3	460
adder cells (fa/ha/maj)	1	310
per-stage QoR:
step	utilization	std cells
after floorplan	-	408
after global placement	0.372	834
after detailed placement	0.372	834
after CTS	0.377	837
after global routing	0.377	837
final	0.377	838
cells in the final DEF, fill, tap and decap left out, types with 5 or more instances in the layout:
cell type / count
o21ai_0: 6
nor2b_1: 6
clkdlybuf4s50_1: 237
nand3_1: 15
ha_1: 116
a21oi_1: 32
a211oi_1: 6
inv_1: 117
nand4_1: 23
a21o_1: 20
nor2_1: 5
a221o_1: 5
nand2_1: 13
nor3_1: 5
power breakdown:
part | switching, W | total [W] | internal, W
sequential | 0.00000119 | 0.0000580 | 0.0000568
clock | 0.0000393 | 0.000204 | 0.000165
combinational | 0.000216 | 0.000632 | 0.000415
final cells by class:
cell class | instances | area, um2
Fill cell | 1602 | 9430
Tap cell | 188 | 235
Inverter | 117 | 439
Antenna cell | 1 | 2.50
Clock buffer | 3 | 75.1
Timing Repair Buffer | 238 | 2380
Multi-Input combinational cell | 287 | 2500
Sequential cell | 4 | 80.1
Power and IR drop assume default switching activity.
